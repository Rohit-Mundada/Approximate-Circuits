==> design/flow/design.v <==
`timescale 1ns / 1ps
module BIT_G(output BG, input A, B);
   and (BG, A, B);
endmodule
`timescale 1ns / 1ps
module BIT_P(output BP, input A, B);
   xor (BP, A, B);
endmodule
`timescale 1ns / 1ps
module BC #(parameter valency=4)(output GG, GP, input [valency -1 : 0] g, input [valency -1 : 0] p);
	wire [valency-1 : 0] wr, gg;
	wire [valency-1 : 0] gp;
	assign gg[0]=g[0];
	assign gp[0]=p[0];
	genvar k;
	generate
	for(k=0; k<valency-1; k=k+1)
		begin
			and (wr[k], p[k+1], gg[k]);
			or (gg[k+1], wr[k], g[k+1]); 
                        and (gp[k+1], p[k+1], gp[k]);
		end
	endgenerate	
	assign GG=gg[valency-1];
        assign GP=gp[valency-1];
endmodule
`timescale 1ns / 1ps
module CLA_p_v #(parameter SIZE=16, valency=4)(
	output [SIZE:1] SUM,
	output COUT,
	input [SIZE:1] A, B,
	input CIN );
	wire [SIZE:0] gen, gen1;
        wire [SIZE:0] prop;
        wire [SIZE:0] p;
	wire [SIZE:0] g;
        assign gen[0]=CIN;
        assign g[0]=CIN;
	assign p[0]=0;
	genvar i, j, k;
		generate
			for(i=0; i<SIZE/valency; i=i+1)  
				begin:CLA_Parameterized
					for(j=1; j<=valency; j=j+1)   
						begin:CLA_bitpropgen
							BIT_G BITGEN(g[valency*i+j],  A[valency*i+j], B[valency*i+j]);
							BIT_P BITPROP(p[valency*i+j],  A[valency*i+j], B[valency*i+j]);
						end
					BC #(valency) BLACKCELL(gen1[(i+1)*valency], prop[(i+1)*valency], g[valency*(i+1):valency*i+1], p[valency*(i+1):valency*i+1]);  
	                                GC #(2) GRAYCELL(gen[(i+1)*valency], {gen1[(i+1)*valency], gen[i*valency]}, prop[(i+1)*valency:(i+1)*valency]);  
					for (j=1; j<valency; j=j+1)   
						begin:CLA_grouppropgen
							GC #(2) GRAYCELL1(gen[valency*i+j], {g[valency*i+j], gen[i*valency+j-1]}, p[valency*i+j:valency*i+j]);
                                     		end					                                                                          
				end
			for(k=0; k<SIZE; k=k+1)	
				begin:CLA_SUM
					xor g1(SUM[k+1], p[k+1], gen[k]);
				end	
		endgenerate
      	assign COUT=gen[SIZE];		
endmodule
`timescale 1ns / 1ps
module GC #(parameter valency=4)(output GG, input [valency-1 : 0] g, input [valency-1 : 1] p);
	wire [valency-1 : 0] wr, gg;
	assign gg[0]=g[0];
	genvar k;
	generate
	for(k=0; k<valency-1; k=k+1)
		begin
			and (wr[k], p[k+1], gg[k]);
			or (gg[k+1], wr[k], g[k+1]);                    
		end
	endgenerate	
	assign GG=gg[valency-1];
endmodule
`timescale 1ns / 1ps
module GeAr #(parameter N=64, R=4, P=4)(
	output [N:1] SUM,
	output COUT,
	input [N:1] A, B,
	input CIN
);
	wire [(N-R-P)/R+1:1] couti;
    wire [P:1] notused;
	CLA_p_v #(R+P,4) CLAINSTL(
		SUM[R+P:1],
		couti[1],
		A[R+P:1],
		B[R+P:1],
		CIN
	);
	genvar i;
	generate
		for(i=2; i<=(N-R-P)/R+1; i=i+1) begin:GeAr_parameterized
			CLA_p_v #(R+P,4) CLAINST(
				{SUM[i*R+P:(i-1)*R+P+1], notused[P:1]},
				couti[i],
				A[i*R+P:(i-1)*R+1],
				B[i*R+P:(i-1)*R+1],
				1'b0
			);
		end
	endgenerate
	assign COUT=couti[(N-R-P)/R+1];
endmodule
==> design/flow/run.sh <==
#!/bin/bash
# OpenROAD 26Q1-2900-gdf79404cd8, Yosys 0.63+post, stock flow scripts
make -C /OpenROAD-flow-scripts/flow DESIGN_CONFIG=/design/flow/config.mk WORK_HOME=/design/flow/orfs finish
==> design/flow/config.mk <==
export PLATFORM = sky130hd
export DESIGN_NAME = GeAr
export DESIGN_NICKNAME = GeAr
export VERILOG_FILES = /design/flow/design.v
export SDC_FILE = /design/flow/constraint.sdc
export NUM_CORES = 4
export LEC_CHECK = 1
export CORE_UTILIZATION = 30
==> design/flow/constraint.sdc <==
current_design GeAr

set clk_period 9.4
set clk_io_pct 0.2

create_clock -name clk0 -period $clk_period

set non_clock_inputs [all_inputs -no_clocks]
set_input_delay [expr $clk_period * $clk_io_pct] -clock clk0 $non_clock_inputs
set_output_delay [expr $clk_period * $clk_io_pct] -clock clk0 [all_outputs]
==> flow_metrics.tcl <==
# collected from the flow reports
set metrics [dict create \
    cts_setup_buffers 0 \
    finalPower_mw 0.266 \
    slew_headroom_pct 84.4 \
    cp-start-kind "primary input" \
    routed_wl_um 6440 \
    cts_repair_resize_count 0 \
    syn_area_um2 2300 \
    setup_viol 0 \
    area_growth_pct 89.9 \
    coreArea_um2 7330 \
    hold_path_class "primary input to output pin" \
    top_area_cell "fa_1" \
    n_clock_buffer 0 \
    p_per_area_nw_per_um2 60.9 \
    fin_util_pct 59.5 \
    hold_slack_ps 4820 \
    finalSetupTns_ps 0 \
    worstSetupPathType "primary input to output pin" \
    place_ws_ps 2500 \
    grt_pass1_wl_um 9650 \
    p_leak_nw 2.06 \
    final_cell_mix "194 x clkdlybuf4s50_1, 64 x ha_1, 48 x fa_1" \
    ys_seq_share_pct 0 \
    end_kind "output pin" \
    syn_avg_cell_area_um2 12.4 \
    warning_count 47 \
    viasPerCell 4.40 \
    synth.top_cell.area_share_pct 41.8 \
    grt_pass1_vias 2101 \
    drive_gt1_share_pct 0.526 \
    slew_viol_final 0 \
    setup_ws_ps 2520 \
    drt.antenna.violating_nets 0 \
    max-vdd-ir-drop_uv 34.4 \
    drv_cap 0 \
    rows 31 \
    die_y_um 89.5 \
    initial_core_util_pct 31.4 \
    n_sequential_cell 0 \
    dieArea_um2 8020 \
    worst_pin_slew_ps 231 \
    io_pins 194 \
    cts_hold_buf 0 \
    layout_top_cell "clkdlybuf4s50_1" \
    post-route-min-period_ps 6880 \
    grt_overflow 0 \
    gp_congestion 0.815 \
    dp_hpwl_um 6120 \
    cp.arrival_ps 5000 \
    startpoint "A[6]" \
    wire_per_inst_um 13.5 \
    die_w_um 89.5 \
    fmax_ghz 0.145 \
    drc 0 \
    synth_cells 186 \
    diodes 0 \
    hold_viol 0 \
    required_ps 7520 \
    first_iter_violations 6 \
    grt_max_degree 4 \
    ys_cells 186 \
    ys_area_um2 2300 \
    rsz0062_at_grt "no" \
    outcome "finished, final reports clean" \
    period_used_pct 73.2 \
    seqCellArea_um2 0 \
    grt_usage_pct 16.3 \
    yosys-top-cells-area "fa_1 42%, ha_1 35%, a21o_1 13%" \
    vias 2106 \
    port_buffers 194 \
    antenna_found_initial 0 \
    ys_warn_count 0 \
    first_pass_iters 4 \
    synth.distinct_cells 13 \
    endpoint "SUM[12]" \
    path_max_fanout 2 \
]
synth_stat cells:
| master | number |
|---|---|
| a221o_1 | 1 |
| and4_1 | 1 |
| a21oi_2 | 1 |
| inv_1 | 5 |
| a21oi_1 | 4 |
| o21ai_0 | 1 |
| nand2_1 | 3 |
| a21o_1 | 40 |
| ha_1 | 64 |
| fa_1 | 48 |
| o21ai_2 | 1 |
| xor2_1 | 16 |
| nand3_1 | 1 |
through the flow:
stage               instances  area, µm²
floorplan                 186       2300
global placement          479       4360
detailed placement        479       4360
CTS                       479       4360
global route              479       4360
finish                    479       4360
routing by layer:
| metal | global-route usage (%) | vias to the layer above | wire (µm) |
|---|---|---|---|
| met4 | 0 | 0 | 0 |
| met1 | 21.4 | 928 | 2390 |
| met2 | 26.2 | 128 | 2850 |
| li1 | - | 1050 | - |
| met5 | 0 | - | 0 |
| met3 | 8.52 | 0 | 1210 |
worst max-delay path: stages:
cell and delay, ps:
clkdlybuf4s50_1 450, ha_1 310, a21o_1 180, a21o_1 170, a21o_1 180, fa_1 370
fa_1 390, fa_1 380, xor2_1 190, clkdlybuf4s50_1 490
how the worst min path moves through the flow:
| stage | start | to | slack [ps] | cells past startpoint |
|---|---|---|---|---|
| 5_1_grt | B[20] | SUM[20] | 4860 | 4 |
| 4_1_cts | B[20] | SUM[20] | 4830 | 4 |
| 6_report | B[20] | SUM[20] | 4820 | 4 |
power by group:
group	internal, mW	leakage [nW]	switching [mW]
Sequential	0	0	0
Clock	0	0	0
Combinational	0.190	2.06	0.0760
Total	0.190	2.06	0.0760
logic make-up (layout without fill, tap and decap cells):
kind of cell | Yosys count | count (layout) | share of synthesized area (%)
AND-OR/OR-AND | 48 | 48 | 15.4
XOR/XNOR | 16 | 16 | 6.10
adder cells (fa/ha/maj) | 112 | 112 | 76.6
buffers and inverters | 5 | 199 | 0.817
AND/OR/NAND/NOR | 5 | 5 | 1.09
layout make-up:
class	instances	area, µm²
fillers	604	2970
inverters	5	18.8
well taps	99	124
repair buffers	194	1940
multi-input cells	181	2280
Power is estimated from default activity; no workload was simulated.
