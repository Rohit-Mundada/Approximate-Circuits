==> run.sh <==
#!/bin/bash
# OpenROAD 26Q1-2900-gdf79404cd8, Yosys 0.63+post, stock flow scripts
make -C /OpenROAD-flow-scripts/flow DESIGN_CONFIG=/design/flow/config.mk WORK_HOME=/design/flow/orfs finish
==> constraint.sdc <==
current_design CSA_p

set clk_period 15.5
set clk_io_pct 0.2

create_clock -name clk0 -period $clk_period

set non_clock_inputs [all_inputs -no_clocks]
set_input_delay [expr $clk_period * $clk_io_pct] -clock clk0 $non_clock_inputs
set_output_delay [expr $clk_period * $clk_io_pct] -clock clk0 [all_outputs]
==> config.mk <==
export PLATFORM = sky130hd
export DESIGN_NAME = CSA_p
export DESIGN_NICKNAME = CSA_p
export VERILOG_FILES = /design/flow/design.v
export SDC_FILE = /design/flow/constraint.sdc
export NUM_CORES = 4
export LEC_CHECK = 1
export CORE_AREA = 10 10 70 70
export DIE_AREA = 0 0 80 80
==> design.v <==
`timescale 1ns / 1ps
module group_p #(parameter i=1, j=0)(
	output GP, 
	input [i:j] A, B);
	wire [i:j] p;
	wire [i:j] gp;   
        genvar f;
		generate
			for(f=j; f<i+1; f=f+1)
				begin
					if (f==0)
						assign gp[f]=0;
					else if (f==j | f==1)
						xor (gp[f], A[f], B[f]);
					else begin
						xor (p[f], A[f], B[f]);
						and (gp[f], p[f], gp[f-1]);
					end					
				end
		endgenerate
      	assign GP=gp[i];		
endmodule
`timescale 1ns / 1ps
module BIT_PG(
	output p,
	output g,
	input a,
	input b );
	assign p = a ^ b;   
	assign g = a & b;   
endmodule
module GROUP_PG(	
	output g_i_0,
	input g,
	input p,
	input g_0);	
	assign g_i_0 = g | (p & g_0);  
endmodule
`timescale 1ns / 1ps
module CSA_p #(parameter ADDER_SIZE=16, GROUP_SIZE=4)(
	output [ADDER_SIZE:1] SUM,
	output COUT,
	input [ADDER_SIZE:1] A, B,
	input CIN );
	wire [ADDER_SIZE/GROUP_SIZE:0] g, gp, cout;
        assign g[0]=CIN;
	genvar i;
		generate
			for(i=0; i<ADDER_SIZE/GROUP_SIZE; i=i+1)
				begin
					RCA_p #(GROUP_SIZE) RCAI(SUM[(i+1)*GROUP_SIZE:i*GROUP_SIZE+1], cout[i+1], A[(i+1)*GROUP_SIZE:i*GROUP_SIZE+1], B[(i+1)*GROUP_SIZE:i*GROUP_SIZE+1], g[i]);
					group_p #(GROUP_SIZE) GRPI(gp[i+1], A[(i+1)*GROUP_SIZE:i*GROUP_SIZE+1], B[(i+1)*GROUP_SIZE:i*GROUP_SIZE+1]);
        				mux_2_input MUX2I(g[i+1], g[i], cout[i+1], gp[i+1]);					
				end
		endgenerate
      	assign COUT=g[ADDER_SIZE/GROUP_SIZE];		
endmodule
`timescale 1ns / 1ps
module mux_2_input (
	output OP, 
	input  A, B, sel);	 
        assign OP= (sel)? A : B;     
endmodule
`timescale 1ns / 1ps
module RCA_p #(parameter SIZE=10)(
	output [SIZE:1] SUM,
	output COUT,
	input [SIZE:1] A, B,
	input CIN );
	wire [SIZE:0] gen;
        wire [SIZE:0] p;
	wire [SIZE:0] g;
        assign gen[0]=CIN;
        assign g[0]=CIN;
	genvar i;
		generate
			for(i=0; i<SIZE; i=i+1)
				begin
					BIT_PG BPG(p[i+1], g[i+1], A[i+1], B[i+1]);
					GROUP_PG GPG(gen[i+1], g[i+1], p[i+1], gen[i]);
					xor g1(SUM[i+1], p[i+1], gen[i]);
				end
		endgenerate
      	assign COUT=gen[SIZE];		
endmodule
==> results.toml <==
# implementation run metrics
[synthesis]
avgSynthCellArea_um2 = 13.76
ys_cells = 26
netlist-cell-type-count = 2
netlist_area_um2 = 357.8
synth_cells = 26
ys_area_um2 = 357.8
yosys_warnings = 8
ys_seq_share_pct = 0

[timing]
report.final.slew_viol_count = 0
period_used_pct = 85.88
slew_headroom_pct = 92.65
max_freq_ghz = 0.07512
tns_ns = 0
fin_crit_ns = 13.31
tightest_slew_ns = 0.1099
rsz0062_at_grt = "false"
setup_viol = 0
hold_viol = 0

[pwr]
p_int_uw = 25.53
pwr-share-clk_pct = 0
total_power_uw = 34.43
p_leak_uw = 0.0003657
p_switching_uw = 8.901
combPwrFrac_pct = 100.0
pwr-share-seq_pct = 0
sw_frac_of_total_pct = 25.85
power_density_mw_per_mm2 = 37.59
peakVddDrop_mv = 0.01500

[route]
diodes = 0
vias_per_cell = 3.180
drt_iter0_markers = 0
post-route-drc-count = 0
drtAntennaViolNets = 0
dr.pass1.iters = 1
wl_met3_um = 525
top_layer = "met3"
drt-wirelength-per-cell_um = 12.93
via_count = 388
dr_wl_met2_um = 493
drt-met1-wl_um = 558
routed_wirelength_um = 1577

[worst_hold_path]
hold_path_class = "in2out"
worstHoldStart = "CIN"
whs_path_depth = 5
min_to = "SUM[1]"

[place]
portBuffers = 50
place.gp.congestion = 0.8753
dp_hpwl_um = 1563

[cts]
cts_hold_buf = 0
postCtsResizedCells = 0
cts_setup_buffers = 0

[grt]
grt_pass1_wl_um = 2359
antenna_found_initial = 0
grt_pass1_vias = 448
grt_max_degree = 2
globalRouteTotalUtil_pct = 4.729
overflow = 0

[cells_and_area]
nClkBuffers = 0
fin_util_pct = 26.81
seq_area_um2 = 0
drive_gt1_share_pct = 0
flop-count = 0
syn_to_final_growth_pct = 155.9

[critical_path]
cp-end-kind = "output pin"
slowest_stage = "clkdlybuf4s50_1"
critPathBufInv = 6
critPathTopFamily = "adder cells"
path_max_fanout = 1
cp_slowest_stage_delay_ns = 0.47
crit_required_ns = 12.40
cpMostUsedCell = "fa_1"
cp.arrival_ns = 10.21
start_kind = "input pin"
path_cells = "clkdlybuf4s50_1, inv_1, fa_1, inv_1, fa_1, fa_1, fa_1, fa_1, fa_1, fa_1, fa_1, fa_1, fa_1, fa_1, fa_1, fa_1, fa_1, fa_1, inv_1, fa_1, inv_1, clkdlybuf4s50_1"
critical_path_class = "in2out"
cp.depth = 22

[flow_run]
warnings = 32
cap_violations = 0

[floorplanning]
std_cell_rows = 21
initial_core_util_pct = 10.48
io-pin-count = 50
die_x_um = 80
die_h_um = 80
dieArea_mm2 = 0.006400
core_region_area_mm2 = 0.003416

[outcome]
status = "completed"
[area by class of cell]
| type | count | area [um^2] |
|---|---|---|
| multi-input cells | 16 | 320.3 |
| fillers | 362 | 2500 |
| repair buffers | 50 | 500.5 |
| well taps | 46 | 57.56 |
| inverters | 10 | 37.54 |
[worst max path at each step]
stage	slack (ns)	startpoint	to
4_1_cts	2.15	A[1]	SUM[16]
5_1_grt	1.86	A[1]	SUM[16]
6_report	2.19	A[1]	SUM[16]
[worst min-delay path, delay by kind of cell]
family | cells | cell delay [ns]
adder cells (fa/ha/maj) | 1 | 0.15
buffers and inverters | 4 | 0.89
[cell families (layout without fill, tap and decap cells)]
family	after synthesis	in the layout	synth area share, %
adders and majority gates	16	16	89.51
buffers and inverters	10	60	10.49
[Yosys cell counts, drive strengths merged]
library cell | n | area share (%)
fa | 16 | 90
inv | 10 | 10
[power by group through the flow]
stage         logic, uW  registers (uW)  clock network, uW
finish             34.4               0                  0
global route       38.8               0                  0
CTS                35.4               0                  0
[per-stage QoR]
| stage | cell area [um^2] | hold slack, ns | instances | worst slack [ns] |
|---|---|---|---|---|
| after floorplan | 357.8 | 6.307 | 26 | 3.266 |
| after global placement | 915.9 | 7.247 | 122 | 2.170 |
| after detailed placement | 915.9 | 7.244 | 122 | 2.165 |
| after CTS | 915.9 | 7.243 | 122 | 2.149 |
| after global routing | 915.9 | 7.281 | 122 | 1.862 |
| final | 915.9 | 7.232 | 122 | 2.188 |
[cells in the final DEF (no fill, tap or decap)]
cell | synthesis | final
clkdlybuf4s50_1 | 0 | 50
fa_1 | 16 | 16
inv_1 | 10 | 10
[layer usage]
metal	vias to the layer above	track usage [%]
li1	168	-
met1	168	5.223
met2	52	5.939
met3	0	5.909
met4	0	0
met5	-	0
Power is estimated from default activity; no workload was simulated.
