## run.sh

```bash
#!/bin/bash
# OpenROAD 26Q1-2900-gdf79404cd8, Yosys 0.63+post, stock flow scripts
make -C /OpenROAD-flow-scripts/flow DESIGN_CONFIG=/design/flow/config.mk WORK_HOME=/design/flow/orfs finish
```

## config.mk

```make
export PLATFORM = sky130hd
export DESIGN_NAME = CLA_p
export DESIGN_NICKNAME = CLA_p
export VERILOG_FILES = /design/flow/design.v
export SDC_FILE = /design/flow/constraint.sdc
export NUM_CORES = 4
export LEC_CHECK = 1
export CORE_AREA = 10 10 70 70
export DIE_AREA = 0 0 80 80
```

## constraint.sdc

```tcl
current_design CLA_p

set clk_period 3.4
set clk_io_pct 0.2

create_clock -name clk0 -period $clk_period

set non_clock_inputs [all_inputs -no_clocks]
set_input_delay [expr $clk_period * $clk_io_pct] -clock clk0 $non_clock_inputs
set_output_delay [expr $clk_period * $clk_io_pct] -clock clk0 [all_outputs]
```

## design.v

```verilog
`timescale 1ns / 1ps
module CLA_p #(parameter ADDER_SIZE=16, GROUP_SIZE=4)(
	output [ADDER_SIZE:1] SUM,
	output COUT,
	input [ADDER_SIZE:1] A, B,
	input CIN );
	wire [ADDER_SIZE/GROUP_SIZE:0] g, gp, cout, gg, aout;
        assign g[0]=CIN;
	genvar i;
		generate
			for(i=0; i<ADDER_SIZE/GROUP_SIZE; i=i+1)
				begin
                                        group_p #((i+1)*GROUP_SIZE, i*GROUP_SIZE+1) GPRI(gp[i+1], A[(i+1)*GROUP_SIZE:i*GROUP_SIZE+1], B[(i+1)*GROUP_SIZE:i*GROUP_SIZE+1]);
					group_g #((i+1)*GROUP_SIZE, i*GROUP_SIZE+1) GPGI(gg[i+1], A[(i+1)*GROUP_SIZE:i*GROUP_SIZE+1], B[(i+1)*GROUP_SIZE:i*GROUP_SIZE+1]);
					RCA_p #(GROUP_SIZE) RCAI(SUM[(i+1)*GROUP_SIZE:i*GROUP_SIZE+1],  A[(i+1)*GROUP_SIZE:i*GROUP_SIZE+1], B[(i+1)*GROUP_SIZE:i*GROUP_SIZE+1], g[i]);  
					and (aout[i+1], gp[i+1], g[i]);
        				or (g[i+1], aout[i+1],  gg[i+1]); 				
				end
		endgenerate
      	assign COUT=g[ADDER_SIZE/GROUP_SIZE];		
endmodule
`timescale 1ns / 1ps
module group_g #(parameter i=4, j=1)(
	output GG, 	
	input [i:j] A, B);
	wire [i:j] g, p;
	wire [i:j-1] gg, gp;   
	genvar f;
		generate
			for(f=j; f<i+1; f=f+1)
				begin   
					if (f==j)
						and (gg[f], A[f], B[f]);
					else begin
						and (g[f], A[f], B[f]);
                                        	xor (p[f], A[f], B[f]);
						and (gp[f], p[f], gg[f-1]);
						or (gg[f], g[f], gp[f]);
					end					
				end
		endgenerate
      	assign GG=gg[i];		
endmodule
`timescale 1ns / 1ps
module group_p #(parameter i=1, j=0)(
	output GP, 
	input [i:j] A, B);
	wire [i:j] p;
	wire [i:j] gp;   
        genvar f;
		generate
			for(f=j; f<i+1; f=f+1)
				begin
					if (f==0)
						assign gp[f]=0;
					else if (f==j | f==1)
						xor (gp[f], A[f], B[f]);
					else begin
						xor (p[f], A[f], B[f]);
						and (gp[f], p[f], gp[f-1]);
					end					
				end
		endgenerate
      	assign GP=gp[i];		
endmodule
`timescale 1ns / 1ps
module BIT_PG(
	output p,
	output g,
	input a,
	input b );
	assign p = a ^ b;   
	assign g = a & b;   
endmodule
module GROUP_PG(	
	output g_i_0,
	input g,
	input p,
	input g_0);	
	assign g_i_0 = g | (p & g_0);  
endmodule
`timescale 1ns / 1ps
module RCA_p #(parameter SIZE=10)(
	output [SIZE:1] SUM,
	output COUT,
	input [SIZE:1] A, B,
	input CIN );
	wire [SIZE:0] gen;
        wire [SIZE:0] p;
	wire [SIZE:0] g;
        assign gen[0]=CIN;
        assign g[0]=CIN;
	genvar i;
		generate
			for(i=0; i<SIZE; i=i+1)
				begin
					BIT_PG BPG(p[i+1], g[i+1], A[i+1], B[i+1]);
					GROUP_PG GPG(gen[i+1], g[i+1], p[i+1], gen[i]);
					xor g1(SUM[i+1], p[i+1], gen[i]);
				end
		endgenerate
      	assign COUT=gen[SIZE];		
endmodule
```

==> impl_metrics.prom <==
# HELP chip_impl_metric Metrics from one implementation run
# TYPE chip_impl_metric gauge
chip_impl_info{name="status",value="stopped before the end"} 1
chip_impl_info{name="error",value="ERROR: Found 16 problems in 'check -assert'."} 1
chip_impl_metric{name="synth_stat.cells",unit=""} 47
chip_impl_metric{name="synth_cell_types",unit=""} 14
chip_impl_metric{name="synth_seq_share",unit="%"} 0
chip_impl_info{name="flow.stopped_at",value="synthesis (1_2_yosys)"} 1
chip_impl_metric{name="yosys-stat-area",unit="um^2"} 419
chip_impl_metric{name="ys_warn_count",unit=""} 8
==> synthesized netlist by cell type <==
| master | n | area, um^2 |
|---|---|---|
| buf_4 | 16 | 120 |
| ha_1 | 16 | 200 |
| and3_1 | 3 | 18.8 |
| nand4_1 | 2 | 12.5 |
| a21oi_2 | 1 | 8.76 |
| a31oi_1 | 1 | 6.26 |
| and2_2 | 1 | 7.51 |
| and3_2 | 1 | 7.51 |
| and3b_1 | 1 | 8.76 |
| conb_1 | 1 | 3.75 |
| nand3_1 | 1 | 5.00 |
| nor2_1 | 1 | 3.75 |
| o21bai_1 | 1 | 7.51 |
| o2bb2ai_1 | 1 | 8.76 |
==> kinds of logic after synthesis <==
family                     after synthesis  share of synthesized area, %
adders and majority gates               16                          47.8
buffers and inverters                   16                          28.7
and+or+nand+nor                         10                          15.2
AOI/OAI and AO/OA                        4                          7.47
other                                    1                         0.895
